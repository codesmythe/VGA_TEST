[flow/design.v]
module flash2sram(
    input clk,
    input reset,
    output reg ready,
    output [21:0] flashAddr,
    input [7:0] flashData,
    output flash_oe,
    output flash_we,
    output flash_ce,
    output reg flash_rst,
    output [17:0] sramAddr,
    output [15:0] sramData,
    output sram_oe,
    output reg sram_we,
    output sram_ub,
    output sram_lb,
    output sram_ce
);
    reg [18:0] memAddr;
    assign sramAddr = memAddr[18:1];
    assign flashAddr = { 3'b0, memAddr };
    assign sram_oe = 1'b1;
    assign sram_ce = 1'b0;
    assign flash_oe = 1'b0;
    assign flash_we = 1'b1;
    assign flash_ce = 1'b0;
    reg [1:0] counter;
    assign sramData = { flashData, flashData };
    assign sram_ub  = ~memAddr[0];
    assign sram_lb  = memAddr[0];
    always @(posedge clk)
    begin
        if (reset) begin 
            counter <= 0;
            flash_rst <= 0;
        end else begin 
            counter <= counter + 2'b1;
            flash_rst <= 1;
        end
    end
    always @(posedge clk)
    begin
        if (reset) begin 
            memAddr <= 19'h7FFFF;
            ready <= 0;
            sram_we <= 1'b1;
        end else if (memAddr == 19'd307200) begin 
            ready <= 1;
            sram_we <= 1'b1;
        end else if (counter == 2'b01) begin 
            memAddr <= memAddr + 19'b1;
            ready <= 0;
            sram_we <= 1'b1;
        end else if (counter == 2'b10) begin
            sram_we <= 1'b0;
        end else if (counter == 2'b11 || counter == 2'b00) begin
            sram_we <= 1'b1;
        end
    end
endmodule
[flow/run.sh]
#!/bin/bash
# OpenROAD 26Q1-2900-gdf79404cd8, Yosys 0.63+post, stock flow scripts
make -C /OpenROAD-flow-scripts/flow DESIGN_CONFIG=/design/flow/config.mk WORK_HOME=/design/flow/orfs finish
[flow/constraint.sdc]
current_design flash2sram

set clk_period 4.0
set clk_io_pct 0.2

create_clock -name clk0 -period $clk_period [get_ports {clk}]

set non_clock_inputs [all_inputs -no_clocks]
set_input_delay [expr $clk_period * $clk_io_pct] -clock clk0 $non_clock_inputs
set_output_delay [expr $clk_period * $clk_io_pct] -clock clk0 [all_outputs]
[flow/config.mk]
export PLATFORM = sky130hd
export DESIGN_NAME = flash2sram
export DESIGN_NICKNAME = flash2sram
export VERILOG_FILES = /design/flow/design.v
export SDC_FILE = /design/flow/constraint.sdc
export NUM_CORES = 4
export LEC_CHECK = 1
export CORE_AREA = 10 10 85 85
export DIE_AREA = 0 0 95 95
==> impl_metrics.tcl <==
# metrics dict for downstream scripts
set metrics [dict create \
    grt.overflow.total 0 \
    holdCritPathClass "reg2reg" \
    cp.arrival_ns 1.32 \
    yosysSeqAreaShare_pct 32.5 \
    initial_utilization_pct 27.0 \
    viasPerCell 4.25 \
    cts_sinks 24 \
    cts_tree "done" \
    detail_route.wl_per_cell_um 12.6 \
    cts-root-buf "clkbuf_8" \
    dpl.hpwl_mm 2.55 \
    path_class "reg2out" \
    fp.coreArea_um2 5470 \
    skew_ns 0.00378 \
    startpoint_type "flip-flop" \
    drc 0 \
    drive_gt1_share_pct 5.46 \
    vias 1084 \
    rsz0062_at_grt "false" \
    cts_buffers 3 \
    final_area_um2 1740 \
    status "complete, no violations" \
    clk_pin_slew_worst_paths_ns 0.08 \
    hold_buffers 0 \
    wirelength_mm 3.22 \
    syn_area_um2 1480 \
    synth.avg_cell_area_um2 8.39 \
    synthCells 176 \
    finalClockPeriodUsage_pct 53.1 \
    yosysCellCount 176 \
    whs_ns 0.473 \
    cp_cell_sequence "clkdlybuf4s50_1" \
    antenna_found_initial 0 \
    grt.total_usage_pct 7.19 \
    min_period_ns 2.12 \
    max_freq_mhz 471 \
    dieWidth_um 95 \
    grt_start_max_net_pins 20 \
    stdcell_count 255 \
    drt_iter0_markers 44 \
    crit_required_ns 3.20 \
    ys_area_um2 1480 \
    postPlaceCellArea_um2 1690 \
    synthToLayoutAreaGrowth_pct 17.9 \
    warnings 28 \
    end_kind "output pin" \
    yosys_warnings 1 \
    dp.cells 251 \
    yosysUniqueCellTypes 34 \
    cts_resized 0 \
    grt_pass1_vias 1106 \
    grt_pass1_wl_mm 5.36 \
    post_cts_buffers 0 \
    place.port_buffers 43 \
    ir_worst_vdd_mv 0.153 \
    die-area_um2 9030 \
    crit_slowest_cell "clkdlybuf4s50_1" \
    setup_viol 0 \
    ys_ff 24 \
    htree_levels 1 \
    maxCapViolations 0 \
    gp_congestion 0.883 \
    p_leak_uw 0.000723 \
    worst_slew_pin_slew_ns 0.632 \
    max_slew_margin_pct 57.7 \
    crit_family "buffers and inverters" \
    fp.dieH_um 95 \
    critPathMaxFanout 10 \
    cpPeakStageDelay_ns 0.54 \
    drv_slew 0 \
    powerDensity_nw_per_um2 414 \
    ios 76 \
    clock.latency.late_pin_ns 0.26 \
    fp-row-count 27 \
    setup_tns_ns 0 \
    diodes 0 \
    cp.buffers_inverters 1 \
    cts_buffer_depth 2 \
    first_pass_iters 4 \
    finalHoldViolCount 0 \
    drtAntennaViolNets 0 \
]
==> per-layer routing <==
metal  up-vias  share of wire [%]  global-route usage [%]
met5         -                  0                       0
met4         0               0.44                   0.873
met3         2                 10                    2.48
met2        30                 48                    12.9
met1       489                 41                    8.26
li1        563                  -                       -
==> state kept, by name, summed over array words and instances (netlist names) <==
name,count
counter,2
flash_rst,1
memAddr,19
ready,1
sram_we,1
==> area by class of cell <==
class	instances	area, um^2
clock buffer	4	55.1
tap	72	90.1
fill	585	3730
timing repair buffer	43	430
inverter	7	26.3
multi-input combinational	105	658
sequential	24	480
==> cell families after synthesis <==
logic type | synth area share, %
and+or+nand+nor | 24.2
buffers and inverters | 24.4
DFF | 32.5
AOI/OAI and AO/OA | 5.85
muxes | 4.75
xor gates and xnor gates | 3.56
adders and majority gates | 4.24
other | 0.509
==> cell usage in the layout, fill, tap and decap left out <==
cell,netlist,layout
clkbuf_8,0,4
dfxtp_1,24,24
and4_1,2,2
a211oi_1,2,2
mux2i_1,7,7
ha_1,5,5
nand4_1,5,5
nor4b_1,1,1
xor2_1,4,4
xnor2_1,2,2
inv_1,7,7
nand2b_1,1,1
nor2b_1,4,4
nor3_1,4,4
nand2_1,18,18
o21ai_0,3,3
nand3_1,7,7
or4_1,4,4
a21o_1,1,1
conb_1,2,8
a41o_2,1,1
a21oi_1,1,1
nor2_1,13,13
a21boi_1,1,1
o31ai_1,2,2
and3_1,2,2
nand4_2,1,1
a211o_2,1,1
or3_1,2,2
or3_2,1,1
and4_2,1,1
clkdlybuf4s50_1,0,43
or4_4,1,1
==> synthesized netlist by cell type <==
cell,number,share of area (%)
a211oi_1,2,1.0
dfxtp_1,24,33
o21ai_0,3,1.0
or3_2,1,0.51
nor4b_1,1,0.59
or4_4,1,0.76
o31ai_1,2,1.0
nand2_1,18,4.6
nand4_1,5,2.1
nand4_2,1,0.85
and4_2,1,0.68
a21oi_1,1,0.34
or4_1,4,2.0
or3_1,2,0.85
nand2b_1,1,0.42
buf_1,1,0.25
nor2b_1,4,1.7
nor2_1,13,3.3
clkbuf_1,2,0.51
ha_1,5,4.2
a41o_2,1,0.76
mux2i_1,7,4.7
xor2_1,4,2.4
and3_1,2,0.85
nand3_1,7,2.4
and4_1,2,1.2
a211o_2,1,0.68
xnor2_1,2,1.2
nor3_1,4,1.4
a21o_1,1,0.51
conb_1,2,0.51
inv_1,7,1.8
a21boi_1,1,0.51
buf_4,43,22
==> through the flow <==
| step | total power, uW | setup slack (ns) | utilization (%) |
|---|---|---|---|
| after floorplan | 474 | 2.26 | - |
| after global placement | 570 | 1.76 | 30.8 |
| after detailed placement | 573 | 1.70 | 30.8 |
| after CTS | 735 | 1.85 | 31.8 |
| after global routing | 781 | 1.80 | 31.8 |
| final | 720 | 1.88 | 31.8 |
==> final timing paths <==
path                                 from  depth (start not counted)  slack, ns                  endpoint
setup / recovery  memAddr[2]$_SDFFE_PP1P_                          1       1.88              flashAddr[2]
hold / removal      counter[0]$_SDFF_PP0_                          1       0.47     counter[0]$_SDFF_PP0_
setup reg to reg    counter[0]$_SDFF_PP0_                          5       2.02  memAddr[16]$_SDFFE_PP1P_
hold reg to reg     counter[0]$_SDFF_PP0_                          1       0.47     counter[0]$_SDFF_PP0_
==> where the power goes <==
part           internal [uW]  switching [uW]  leakage, uW
clock                   87.7            71.8    0.0000288
combinational            152            85.8     0.000497
sequential               270            52.4     0.000197
total                    510             210     0.000723
No activity file was given, so power comes from the tool's default toggle rates.
