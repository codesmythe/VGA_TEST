File: /design/flow/constraint.sdc
current_design hvsync_generator

set clk_period 3.5
set clk_io_pct 0.2

create_clock -name clk0 -period $clk_period [get_ports {clk}]

set non_clock_inputs [all_inputs -no_clocks]
set_input_delay [expr $clk_period * $clk_io_pct] -clock clk0 $non_clock_inputs
set_output_delay [expr $clk_period * $clk_io_pct] -clock clk0 [all_outputs]
File: /design/flow/design.v
module hvsync_generator(clk, reset, hsync, vsync, display_on, display_addr, load_shifter);
  input clk;
  input reset;
  output hsync, vsync;
  output display_on;
  output reg [18:0] display_addr;
  output load_shifter;
  parameter H_DISPLAY       = 640;  
  parameter H_BACK          =  45;  
  parameter H_FRONT         =  20;  
  parameter H_SYNC          =  95;  
  parameter V_DISPLAY       = 480;  
  parameter V_TOP           =  32;  
  parameter V_BOTTOM        =  14;  
  parameter V_SYNC          =   2;  
  parameter H_SYNC_START    = H_DISPLAY + H_FRONT;
  parameter H_SYNC_END      = H_DISPLAY + H_FRONT + H_SYNC - 1;
  parameter H_MAX           = H_DISPLAY + H_BACK + H_FRONT + H_SYNC - 1;
  parameter V_SYNC_START    = V_DISPLAY + V_BOTTOM;
  parameter V_SYNC_END      = V_DISPLAY + V_BOTTOM + V_SYNC - 1;
  parameter V_MAX           = V_DISPLAY + V_TOP + V_BOTTOM + V_SYNC - 1;
  reg display_on, display_on_early;
  reg [9:0] hpos;
  reg [9:0] vpos;
  reg [3:0] pixel_counter;
  always @(posedge clk)
  begin
    if (reset) begin
      hpos <= H_MAX;
      vpos <= V_MAX;
      pixel_counter <= 4'd15;
    end else if (clk) begin
      if (hpos == H_MAX) begin
        hpos <= 0;
	pixel_counter <= 0;
        if (vpos == V_MAX) vpos <= 0;
        else vpos <= vpos + 10'b1;
    end else begin
	hpos <= hpos + 10'b1;
	pixel_counter <= pixel_counter + 4'b1;
    end
    end
  end
  assign hsync = hpos >= H_SYNC_START && hpos <= H_SYNC_END;
  assign vsync = vpos >= V_SYNC_START && vpos <= V_SYNC_END;
  assign load_shifter = (pixel_counter == 0);
  always @(posedge clk)
  begin
    if (clk) begin
      display_on_early <= ((hpos < H_DISPLAY-2) || (hpos == H_MAX) || (hpos  == H_MAX-1)) && (vpos < V_DISPLAY);
      display_on <= display_on_early;
    end
  end
  always @(posedge clk)
  begin
    if (reset) display_addr <= 0;
    else if (clk && (vpos == V_MAX)) display_addr <= 0;
    else if (clk && display_on_early) display_addr <= display_addr + 1;
  end
endmodule
File: /design/flow/config.mk
export PLATFORM = sky130hd
export DESIGN_NAME = hvsync_generator
export DESIGN_NICKNAME = hvsync_generator
export VERILOG_FILES = /design/flow/design.v
export SDC_FILE = /design/flow/constraint.sdc
export NUM_CORES = 4
export LEC_CHECK = 1
export CORE_AREA = 10 10 113 113
export DIE_AREA = 0 0 123 123
File: /design/flow/run.sh
#!/bin/bash
# OpenROAD 26Q1-2900-gdf79404cd8, Yosys 0.63+post, stock flow scripts
make -C /OpenROAD-flow-scripts/flow DESIGN_CONFIG=/design/flow/config.mk WORK_HOME=/design/flow/orfs finish
==> impl_metrics.json <==
{
  "cellPowerDensity_mw_per_mm2": 783,
  "setup_tns_ns": 0,
  "slowest_stage": "a221o_1",
  "met2_usage": 0.0850,
  "ys_top_cells_by_area": "dfxtp_1, xor2_1, o21ai_0",
  "drive_gt1_frac": 0.218,
  "setup_viol": 0,
  "coreArea_mm2": 0.0103,
  "overflow": 0,
  "cp.required_ns": 3.82,
  "netlist_area_mm2": 0.00218,
  "synthSimpleGateAreaFrac": 0.266,
  "syn_avg_cell_area_um2": 8.61,
  "cp_data_arrival_time_ns": 3.69,
  "dieArea_mm2": 0.0151,
  "worstMarginPinSlew_ns": 1.48,
  "via_per_inst": 4.86,
  "area_delta_synth_final_pct": 63.2,
  "ys_types": 41,
  "finalMaxSlewViolations": 0,
  "drt_iter0_markers": 392,
  "die_y_um": 123,
  "globalRouteMet1Util": 0.0746,
  "track_usage": 0.0926,
  "skew_ns": 0.0168,
  "cts_tree": "built",
  "ys.flops": 45,
  "postSynthCellCount": 253,
  "crit_chain": "clkbuf_8 -> clkbuf_8 -> clkbuf_8 -> clkbuf_8 -> clkbuf_16 -> clkbuf_8 -> and4_1 -> clkbuf_8 -> clkbuf_8 -> and3_1 -> clkbuf_8 -> clkbuf_8 -> a221o_1",
  "hpwl_um": 3280,
  "ant_nets": 0,
  "drc": 0,
  "ys_sh_adder": 0.0460,
  "mux_area_frac": 0,
  "openroad.warnings": 138,
  "setup_ws_ns": 0.127,
  "hp-class": "clock port to register",
  "worstSkewPairLatency_ns": 0.42,
  "grt_pass1_wl_um": 11100,
  "dp_cells": 403,
  "yosysTopAreaCell": "dfxtp_1",
  "xor_share": 0.0845,
  "fin_cells": 485,
  "critical-path-top-delay-family": "buffers and inverters",
  "die_x_um": 123,
  "ys_seq_frac": 0.414,
  "path_clk_slew_ns": 0.11,
  "cap_violations": 0,
  "rows": 37,
  "io_buffers": 24,
  "crit_path_start_kind": "clock port",
  "path_buffers": 10,
  "worstSetupPathType": "clock port to register",
  "compound_area_frac": 0.152,
  "top_cell_area_share": 0.414,
  "crit_path_end_kind": "register",
  "synth.yosys.warnings": 1,
  "busiest_layer": "met3",
  "initCoreUtil": 0.211,
  "wl_um": 6660,
  "grt_max_degree": 20,
  "rsz0062_at_grt": "no",
  "ir_worst_vdd_v": 0.000461,
  "critPathMaxStageDelay_ns": 0.31,
  "vias": 2356,
  "p_leak_uw": 0.00142,
  "cts_hold_buffers": 0,
  "finalHoldViolCount": 0,
  "io_pins": 25,
  "logic_family": "simple AND/OR/NAND/NOR gates",
  "crit_path_max_fanout": 4,
  "drt_pre_antenna_iters": 4,
  "ys_area_mm2": 0.00218,
  "pre_cts_ws_ns": 0.849,
  "crit_top_cell": "clkbuf_8",
  "grt_pass1_vias": 3241,
  "run_status": "finished, final reports clean",
  "routabilityCongestion": 0.863,
  "antenna_found_initial": 1,
  "grtUsageMet3": 0.126,
  "slew_headroom": 0.00511,
  "wl_per_cell_um": 13.7,
  "yosys_cells": 253,
  "antenna_cells": 0
}
metal layers:
layer  share of wire  wire length, µm
met5          0.0020               13
met4           0.035              231
met3            0.14              950
met2            0.41             2730
met1            0.41             2730
flip-flops by register name, summed over array words and instances, names as in the netlist:
name and flops:
display_addr 19, hpos 10, vpos 10, pixel_counter 4, display_on 1, display_on_early 1
cell type report:
type                       instances  area, µm²
multi-input combinational        187       1200
tap                              136        170
clock inverter                    13       86.3
timing repair buffer              25        248
sequential                        45        901
clock buffer                      70        912
fill                             989       6770
inverter                           9       33.8
worst min-delay path: stages:
cell and delay [ns]:
clkbuf_8 0.09, clkbuf_8 0.14, clkbuf_8 0.17, inv_1 0.05, a21oi_1 0.10, o21ai_0 0.08
final timing paths:
check                           depth (start not counted)                     startpoint  slack [ns]                            end
worst max register to register                          4           vpos[5]$_SDFFE_PP0P_        0.81   display_addr[9]$_SDFFE_PP0P_
worst max-delay path                                   13                            clk        0.13           vpos[3]$_SDFFE_PP1P_
worst min-delay path                                    6                            clk        0.27           hpos[0]$_SDFFE_PP1P_
worst min register to register                          2  display_addr[18]$_SDFFE_PP0P_        0.50  display_addr[18]$_SDFFE_PP0P_
cell families (layout without fill, tap and decap cells):
family          count (synthesis)  in the layout
simple gates                  102            102
flops                          45             45
fa+ha+maj                       8              8
buf+inv                        21            117
xor+xnor                       21             21
compound gates                 56             56
synth_stat cells, drive strengths merged:
library cell	count
dfxtp	45
o21ai	23
nor2	21
a21oi	19
nand2	15
nand3	14
xor2	14
nand4	11
inv	10
and3	9
and4	8
clkbuf	8
ha	8
or3	7
xnor2	7
nor3	4
a21o	3
a221o	3
buf	3
or4	3
nand4b	2
nor2b	2
a211o	1
a21boi	1
a221oi	1
a31o	1
and4b	1
nand2b	1
nor3b	1
nor4	1
nor4bb	1
o2111ai	1
o211ai	1
o311a	1
o31ai	1
or4b	1
stage by stage:
stage                     total power (µW)  utilization  hold slack [ns]  instance area [µm²]
after global routing                  3000        0.344            0.329                 3550
final                                 2780        0.344            0.272                 3550
after global placement                1300        0.247            0.186                 2550
after CTS                             2840        0.344            0.291                 3550
after floorplan                       1270            -            0.303                 2180
after detailed placement              1300        0.247            0.186                 2550
layout by cell type (no fill, tap or decap), drive strengths merged, types with 2 or more instances in the layout:
cell type      count
clkbuf            69
dfxtp             45
clkdlybuf4s50     24
o21ai             23
nor2              21
a21oi             19
inv               19
nand2             15
nand3             14
xor2              14
nand4             11
and3               9
ha                 8
and4               8
xnor2              7
or3                7
nor3               4
a21o               3
a221o              3
or4                3
nor2b              2
nand4b             2
buf                2
power by group:
group | internal (µW) | switching [µW] | leakage, µW | total [µW]
logic | 97.6 | 169 | 0.000285 | 267
clock network | 1090 | 693 | 0.000767 | 1780
registers | 605 | 127 | 0.000366 | 732
what timing repair did:
action / 4_1_cts / 5_1_grt
setup endpoints to repair: 7 / 0
resized: 3 / 0
hold endpoints to repair: 0 / 0
buffers inserted: 1 / 0
Power and IR drop assume default switching activity.
